$ cat flow/config.mk
export PLATFORM = sky130hd
export DESIGN_NAME = video
export DESIGN_NICKNAME = video
export VERILOG_FILES = /design/flow/design.v
export SDC_FILE = /design/flow/constraint.sdc
export NUM_CORES = 4
export LEC_CHECK = 1
export CORE_AREA = 10 10 114 114
export DIE_AREA = 0 0 124 124
$ cat flow/constraint.sdc
current_design video

set clk_period 3.3
set clk_io_pct 0.2

create_clock -name clk0 -period $clk_period [get_ports {hdmi_clk}]

set non_clock_inputs [all_inputs -no_clocks]
set_input_delay [expr $clk_period * $clk_io_pct] -clock clk0 $non_clock_inputs
set_output_delay [expr $clk_period * $clk_io_pct] -clock clk0 [all_outputs]
$ cat flow/design.v
module video(
	input            hdmi_clk,
	input 			  reset_n,
	output reg       vga_de,
	output reg       vga_hs,
	output reg       vga_vs,
	output wire      next_frame,
	output reg [7:0] vga_r,
	output reg [7:0] vga_g,
	output reg [7:0] vga_b);
reg  [11:0] h_total = 12'd2199, h_sync = 12'd43, h_start = 12'd189, h_end = 12'd2109; 
reg  [11:0] v_total = 12'd1124, v_sync = 12'd4, v_start = 12'd40, v_end = 12'd1120; 
reg  [11:0] right = 12'd1920, bottom = 12'd1080; 
reg 	pre_vga_de =	1'b0;
reg   v_act = 1'b0;
reg	v_act_d = 1'b0;
reg	[11:0] v_count = 12'b0;
reg	h_act = 1'b0;
reg	h_act_d = 1'b0;
reg	[11:0] h_count = 12'b0;
wire				h_max, hs_end, hr_start, hr_end;
wire				v_max, vs_end, vr_start, vr_end;
assign h_max = h_count == h_total;
assign hs_end = h_count >= h_sync;
assign hr_start = h_count == h_start; 
assign hr_end = h_count == h_end;
assign v_max = v_count == v_total;
assign vs_end = v_count >= v_sync;
assign vr_start = v_count == v_start; 
assign vr_end = v_count == v_end;
assign next_frame = h_max && v_max;
always @ (posedge hdmi_clk or negedge reset_n)
	if (!reset_n)
	begin
		h_act		<=	1'b0;
		h_act_d	<=	1'b0;
		h_count	<=	12'b0;
		vga_hs	<=	1'b1;
	end
	else
	begin
		h_act_d	<=	h_act;
		if (h_max)
			h_count	<=	12'b0;
		else
			h_count	<=	h_count + 12'b1;
		if (hs_end && !h_max)
			vga_hs	<=	1'b1;
		else
			vga_hs	<=	1'b0;
		if (hr_start)
			h_act <=	1'b1;
		else if (hr_end)
			h_act <=	1'b0;
	end
always@(posedge hdmi_clk or negedge reset_n)
if(!reset_n)
	begin
		v_act			<= 1'b0;
		v_act_d		<=	1'b0;
		v_count		<=	12'b0;
		vga_vs		<=	1'b1;
	end
	else
	begin		
		if (h_max)
		begin		 
			v_act_d	  <=	v_act;		
			if (v_max)
				v_count	<=	12'b0;
			else
				v_count	<=	v_count + 12'b1;
			if (vs_end && !v_max)
				vga_vs	<=	1'b1;
			else
				vga_vs	<=	1'b0;
			if (vr_start)
				v_act <=	1'b1;
			else if (vr_end)
				v_act <=	1'b0;
		end
	end
always @(posedge hdmi_clk or negedge reset_n)
begin
	if (!reset_n)
	begin
		vga_de		<=	1'b0;
		pre_vga_de	<=	1'b0;		
	end
	else
	begin
		vga_de		<=	pre_vga_de;
		pre_vga_de	<=	v_act && h_act;
		if(h_act_d && v_act_d)
			{vga_r, vga_g, vga_b} <= {8'h00,8'h7F,8'h00};
		else
			{vga_r, vga_g, vga_b} <= {8'h00,8'h00,8'h00};
	end
end
endmodule
$ cat flow/run.sh
#!/bin/bash
# OpenROAD 26Q1-2900-gdf79404cd8, Yosys 0.63+post, stock flow scripts
make -C /OpenROAD-flow-scripts/flow DESIGN_CONFIG=/design/flow/config.mk WORK_HOME=/design/flow/orfs finish
==> commit_impl_results.txt <==
Add synthesis and place-and-route results

* CTS max path bufs: 2
* Number of global-route vias before repair: 1216
- Yosys mapped a number of flops with a built-in enable equal to 1.
* CP Launch Point: v_count[7]
- Summing the sequential cell areas from Yosys gives 46.3% of the chip area.
* Status: complete, no violations
- After routing the design area is 2040 um2.
- After synthesis, the cell types taking the most area are sky130_fd_sc_hd__dfrtp_1 (42%), sky130_fd_sc_hd__buf_4 (9.6%), sky130_fd_sc_hd__xor2_1 (4.4%), sky130_fd_sc_hd__nand4_1 (3.8%), sky130_fd_sc_hd__dfstp_2 (2.9%).
* Static leakage: 0.890 nW
- Synthesis warning total: 1
- Total grt overflow: 0
* PortBufs: 12
- Top-level I/O count: 30
- In this run the cell area of the synthesized design comes to 1800 um2.
- Mean instance size in the synthesized netlist: 9.95 um2
* Pin count of the biggest net entering global routing: 34
* Basic-gate share of the synthesized area counting and, or, nand and nor cells: 21.4%
* Avg Vias per Cell: 3.78
* Critical path endpoint category: output port
- The report lists the power per cell area as 352 nW/um2.
- Final slew viol count: 0
- Per the run summary, max-cap violations total 0.
* Flip-flop cell with the highest count after synthesis: sky130_fd_sc_hd__dfrtp_1
- TritonCTS built the clock tree.
- Once placement finished, the instance area stood at 1950 um2.
- Floorplan Utilization: 17.3%
- The end-of-flow timing check tallies setup violations at 0.
* Portion of synthesized cell area occupied by the leading cell type: 41.7%
- Per the CTS log, the maximum H-tree level is 2.
- Synthesis produced 181 cells.
- Across the VDD grid, the largest voltage drop is 0.227 mV.
* Data required time of the critical path: 2.64 ns
- CTS saw 33 sinks.
- After floorplanning, the core was sized to cover 10400 um2.
* Slew at the pin closest to its max-slew limit: 0.615 ns
- Dominant kind of combinational cell: simple AND/OR/NAND/NOR gates
* Post-Place Setup Slack: 0.529 ns
* Number of nets still failing antenna checks after routing: 0
- Yosys aoi share: 7.23%
* Top cell type by total area after synthesis: sky130_fd_sc_hd__dfrtp_1
* Global-route wire length before repair: 5350 um
* Relative slew slack: 59.0%
* Post-Synth Adder-Cell Area: 2.78%
- The launch point of the worst register-to-register path is recorded as h_count[0].
* Cell total in the yosys stat output: 181
- In this run the worst path has a maximum fanout of 8.
- The initial antenna violation count was 0.
- In the global route stage, overall resource usage came out at 4.02%.
- The layout summary lists the proportion of cells stronger than drive strength 1 as 8.56%.
- In the synthesized netlist, the cells that appear most often are sky130_fd_sc_hd__dfrtp_1 (30), sky130_fd_sc_hd__buf_4 (23), sky130_fd_sc_hd__nor2_1 (13), sky130_fd_sc_hd__nand4_1 (11), sky130_fd_sc_hd__nand2_1 (10).
- For this run, asynchronously set or reset flops after synthesis account for 97.0%.
- RD Place Congestion: 0.821
- The floorplan step defined a die boundary enclosing 15400 um2.
- The wire length recorded after detailed routing is 3060 um.
- # diodes: 0
- The gate-level netlist out of Yosys references 41 unique cell types.
* RSZ-0062 raised after global routing: false
* Via count: 1222
* Root buffer selected by CTS: sky130_fd_sc_hd__clkbuf_8
- For this run, the detailed router's first-pass iteration total came to 4.
- Looking at the gate-level netlist, the highest instance count belongs to sky130_fd_sc_hd__dfrtp_1.
- Startpoint of the most critical hold path: pre_vga_de
* Half-perimeter wire length after detailed placement: 2220 um
- Per the OpenROAD floorplan log, the width of the die is 124 um.
- FMAX: 326 MHz
- Violation count after the first detailed-route iteration: 74
- After filler insertion, the fill cell instance count of the layout stands at 1112.
- Area added between synthesis and finish: 13.3%
- The clock reaches the later pin of the worst-skew pair after 0.28 ns.
- Final worst slack: 0.232 ns
- WS Path Type: flop to output port
- Cts bufs inserted: 5
- Hold violation total from the final report: 0
* Clock slew seen by the registers of the worst setup and hold paths: 0.06 ns
- Number of flip-flops and latches in the synthesized netlist: 33
* Setup Skew: 0.00379 ns
- In this run, the synthesized area fraction spent on xor and xnor cells is recorded as 7.30%.
* Total setup buffers inserted after CTS: 0
- Yosys synthesis chip area: 1800 um2
- Row generation in the floorplan step produced 37 rows.
* Count of instances resized after the clock tree is built: 0
- Post-route clock period utilization: 93.0%
* Startpoint type of the worst setup path: flop
- Setup total negative slack: 0 ns
- Share of synthesized area spent on multiplexers: 1.11%
- The vertical die dimension reported for this design is 124 um.
- The arrival time of data at the worst endpoint is listed as 2.41 ns.
- Cts-stage hold buffer count: 0
- Minimum clock period after layout: 3.07 ns
- Routed wirelength normalized by instance count: 9.47 um
- Classification of the worst-slack hold path: flop to flop
- Fraction of the core area covered by cells at the end of the flow: 19.6%
- In this run the tools logged warnings totalling 27.
* # DRC: 0
==> placed cells by master (no fill, tap or decap), drive strengths merged, types with 2 or more instances in the layout <==
cell / synthesis / final
a21oi: 4 / 4
clkbuf: 5 / 7
ha: 4 / 4
dfrtp: 30 / 30
and4: 5 / 5
nand2: 10 / 10
o21ai: 8 / 8
o41ai: 2 / 2
nor2: 13 / 13
dfstp: 2 / 2
nor4: 3 / 3
conb: 1 / 17
mux2i: 2 / 2
nand4: 11 / 11
xor2: 9 / 9
nand2b: 3 / 3
clkdlybuf4s50: 0 / 12
nor3: 3 / 3
xnor2: 6 / 6
inv: 9 / 9
or4: 2 / 2
and2: 2 / 2
buf: 26 / 2
nand3: 9 / 9
==> metrics by stage <==
| step | hold WS [ns] | std cells | total power (W) |
|---|---|---|---|
| floorplan | 0.331 | 197 | 0.000431 |
| global placement | 0.334 | 316 | 0.000430 |
| detailed placement | 0.335 | 316 | 0.000430 |
| CTS | 0.349 | 323 | 0.000734 |
| global route | 0.370 | 323 | 0.000756 |
| finish | 0.347 | 323 | 0.000718 |
==> report_power, final <==
group / switching (W) / internal [W]
clock: 0.000132 / 0.000165
combinational: 0.00000877 / 0.00000522
sequential: 0.000000457 / 0.000407
total: 0.000141 / 0.000577
==> area by class of cell <==
class | instances | area (um2) | share of cell area, %
tap | 136 | 170 | 8.34
sequential | 33 | 833 | 40.9
inverter | 9 | 33.8 | 1.66
clock buffer | 7 | 86.3 | 4.23
timing repair buffer | 14 | 135 | 6.63
multi-input combinational | 124 | 781 | 38.3
==> registers in the layout, summed over array words and instances, names as in the netlist <==
| name | flops |
|---|---|
| vga_de | 1 |
| vga_vs | 1 |
| vga_g | 1 |
| v_act_d | 1 |
| h_act_d | 1 |
| v_act | 1 |
| h_count | 12 |
| v_count | 12 |
| h_act | 1 |
| pre_vga_de | 1 |
| vga_hs | 1 |
==> kinds of logic after synthesis <==
kind of cell,after synthesis
xor+xnor,15
compound gates,19
simple gates,67
flops,33
mux,2
fa+ha+maj,4
buf+inv,40
other cells,1
==> layer usage <==
layer	vias up	track usage, %	wire length [um]
met5	-	0	0
met4	0	1.01	73
met3	6	0.689	209
met2	47	6.42	1300
met1	575	5.56	1480
li1	594	-	-
==> worst max-delay path, cell delays in order (launching register included) <==
cell                              delay, ns
sky130_fd_sc_hd__dfrtp_1               0.41
sky130_fd_sc_hd__or4_1                 0.53
sky130_fd_sc_hd__or4_4                 0.60
sky130_fd_sc_hd__nor2_1                0.12
sky130_fd_sc_hd__clkdlybuf4s50_1       0.47
==> path summary, 6_finish.rpt <==
path,endpoint,slack [ns],cells after the start
worst max-delay path,next_frame,0.23,4
worst min-delay path,vga_de,0.35,0
worst max register to register,v_count[3],1.29,5
worst min register to register,vga_de,0.35,0
max in group asynchronous,vga_vs,2.19,2
min in group asynchronous,h_count[4],0.77,2
No activity file was given, so power comes from the tool's default toggle rates.
